--- /design/flow/config.mk ---
export PLATFORM = sky130hd
export DESIGN_NAME = M4
export DESIGN_NICKNAME = M4
export VERILOG_FILES = /design/flow/design.v
export SDC_FILE = /design/flow/constraint.sdc
export NUM_CORES = 4
export LEC_CHECK = 1
export CORE_UTILIZATION = 30
--- /design/flow/constraint.sdc ---
current_design M4

set clk_period 3.1
set clk_io_pct 0.2

create_clock -name clk0 -period $clk_period [get_ports {clk}]

set non_clock_inputs [all_inputs -no_clocks]
set_input_delay [expr $clk_period * $clk_io_pct] -clock clk0 $non_clock_inputs
set_output_delay [expr $clk_period * $clk_io_pct] -clock clk0 [all_outputs]
--- /design/flow/design.v ---
module M4(
	input reset,
	input clk,										 
	input [11:0]iData,
	output reg oSwitch,
	output reg oRdEn,
	output reg [8:0]oAddr,
	output reg oSerial,
	output reg [11:0]oParallel,
	output reg oValid,
	output reg oLCB1_rq,
	output reg oLCB2_rq,
	output reg oLCB3_rq,
	output reg oLCB4_rq,
	output reg [4:0]oLCB_num
);
reg [23:0]outWrd;
reg [1:0]cntDiv;
reg [4:0]cntBit;
reg [1:0]cntWrd;
reg [6:0]cntPhr;
reg [4:0]cntGrp;
reg [8:0]cntMem;
reg [1:0]cntCcl;
wire [23:0]iDoubled;
reg [3:0]cnt1Sec;
reg [3:0]cnt10Sec;
reg [3:0]cnt100Sec;
reg [3:0]cnt1000Sec;
reg [11:0]cntLCBrq;
wire [11:0]oSingled;
assign iDoubled = {iData[11],iData[11],iData[10],iData[10],iData[9],iData[9],iData[8],iData[8],iData[7],iData[7],iData[6],iData[6],iData[5],iData[5],iData[4],iData[4],iData[3],iData[3],iData[2],iData[2],iData[1],iData[1],iData[0],iData[0]};
assign oSingled = {outWrd[22], outWrd[20], outWrd[18], outWrd[16], outWrd[14], outWrd[12], outWrd[10], outWrd[8], outWrd[6], outWrd[4], outWrd[2], outWrd[0]};
always@(posedge clk or negedge reset) begin
if (~reset) begin  
	cntDiv <= 1;
	cntBit <= 0;
	cntWrd <= 0;
	cntPhr <= 0;
	cntGrp <= 0;
	cntMem <= 1;
	cntCcl <= 0;
	cnt1Sec <= 0;
	cnt10Sec <= 0;
	cnt100Sec <= 0;
	cnt1000Sec <= 0;
	cntLCBrq <= 0;
	oLCB_num <= 0;
	oLCB1_rq <= 0;
	oLCB2_rq <= 0;
	oLCB3_rq <= 0;
	oLCB4_rq <= 0;
	oSwitch <= 0;
	oParallel <= 0;
	oSerial <= 0;
	oValid <= 0;
end else begin	 
	cntDiv <= cntDiv + 1'b1;
	case (cntDiv)									 
		0: 	begin
			oSerial <= outWrd[(23-cntBit)];			 
			if (cntBit == 0) begin
				oParallel <= oSingled;
				oValid <= 1;
			end else oValid <= 0;
		end
		1:	begin
			if (cntBit == 23) begin					 
				oAddr <= cntMem;
				oRdEn <= 1;							 
				outWrd <= 24'd0;					 
			end
			cntBit <= cntBit + 1'b1;				 
		end
		2:	if (cntBit == 24) begin					 
				cntBit <= 0;						 
				outWrd <= iDoubled;					 
				if (cntMem == 0) begin oSwitch <= ~oSwitch; end 
				cntMem <= cntMem + 1'b1;			 
				cntWrd <= cntWrd + 1'b1;
				if (cntWrd == 3) begin		 
					cntPhr <= cntPhr + 1'b1;
					if (cntPhr == 127) begin		 
						cntGrp <= cntGrp + 1'b1;
						if (cntGrp == 31) begin		 
							cntCcl <= cntCcl + 1'b1;
							if (cntCcl == 3) begin		 
								cnt1Sec <= cnt1Sec + 1'b1;
								if (cnt1Sec == 9) begin		 
									cnt1Sec <= 0;
									if (cnt10Sec == 9) begin	 
										cnt10Sec <= 0;
										if (cnt100Sec == 9) begin		 
											cnt100Sec <= 0;
											if (cnt1000Sec == 9) begin
												cnt1000Sec <= 0; 
											end else begin cnt1000Sec <= cnt1000Sec + 1'b1; end
										end else begin cnt100Sec <= cnt100Sec + 1'b1; end
									end else begin cnt10Sec <= cnt10Sec + 1'b1; end
								end 
							end 
						end 
					end 
				end 
			end
		3: begin
			oRdEn <= 0;
			if (cntBit == 0) begin					
				case (cntPhr)							 
					0,2,4,6,8,10,12,14,16,18,20,22,24,26,28,30,32,34,36,38,40,42,44,46,48,50,52,54,56,58,60,62,64,66,68,70,72,74,76,78,80,82,84,86,88,90,92,94,96,98,100,102,104,106,108,110,112,114,116,118,120,122,124,126:
					if (cntWrd == 0) begin outWrd <= (outWrd | 24'b100000000000000000000000); end
				endcase
				case (cntGrp)
					31:	begin							 
						case (cntPhr)
							113,121,123,127: if (cntWrd == 0) begin outWrd <= (outWrd | 24'b110000000000000000000000); 	end
						endcase
					end
					default: begin						 
						case (cntPhr)
							115,117,119,125: if (cntWrd == 0) begin outWrd <= (outWrd | 24'b110000000000000000000000); end
						endcase
					end
				endcase
				case (cntCcl)							 
					0:	if (cntGrp == 0)
							if (cntPhr == 15)
								if (cntWrd == 0) begin outWrd <= (outWrd | 24'b110000000000000000000000); end
				endcase
			end
			cntDiv <= 0;
		end
	endcase
	cntLCBrq <= cntLCBrq + 1'b1;
	case (cntLCBrq)
		0: oLCB1_rq <= 1;
		20: oLCB1_rq <= 0;
		600: oLCB2_rq <= 1;
		620: oLCB2_rq <= 0;
		1200: oLCB3_rq <= 1;
		1220: oLCB3_rq <= 0;
		1800: oLCB4_rq <= 1;
		1820: oLCB4_rq <= 0;
		3021: oLCB_num <= oLCB_num + 1'b1;
		3071: cntLCBrq <= 0;
	endcase
end
end
endmodule
--- /design/flow/run.sh ---
#!/bin/bash
# OpenROAD 26Q1-2900-gdf79404cd8, Yosys 0.63+post, stock flow scripts
make -C /OpenROAD-flow-scripts/flow DESIGN_CONFIG=/design/flow/config.mk WORK_HOME=/design/flow/orfs finish
==> run notes <==
impl run done, here's what came out: Worst EP arrival 2510 ps, H-tree depth 3, vias 2,828, Resize count post-CTS 0, status finished clean, Worst-Skew Late Latency 340 ps, peak supply drop 268.4 uV, xor+xnor area frac 7.350%, Die Ht 123.2 um, crit-path max FO 16, Yosys Chip Area 0.004409 mm2, critical path's largest stage delay approximately 480 ps, crit-path leading delay family simple AND/OR/NAND/NOR gates, Avg Synthesized Cell Area around 12 um2, final worst-path cycle share 73.66%, Mux area share 6.300%, largest net degree at the start of global routing 40, drt via density 4.644, Num CTS Buffers 9, Flop pwr share 50.8%, Residual DRC 0, Pwr Density 445.1 mW/mm2, number of enable flip-flop cells 23, top cell type's share of synthesized area between 30 and 40%, HPWL after DPL 5640 um, leak pwr 2.236 nW, iteration tally of the first detailed-router pass 4, CTS tree built, crit-path cells inv_1 > ha_1 > inv_1 > nor4_2 > nand3_1 > mux2_1, total grt overflow 0, drt total wl 7749 um, width of the die 123.2 um, clock slew at reported path FFs 70 ps, ys flop type dfrtp_1, initial core utilization ~31%, Critical path buffers and inverters 2, WP data required roughly 3300 ps, Cell Area, Synth 0.004409 mm2, Top cell by count, worst path inv_1, adder share under 10%, Yosys cell types between 50 and 60, Root Driver clkbuf_16, Placer Congestion 0.8283, kind of critical path register to register, crit start category register, Post-CTS Repair Setup Buffers 0, AO/OA Area Share 4.143%, tool warnings 39, post-synthesis register bit count 91, layout cell share with drive strength beyond 1 12.35%, Max-Cap Viols 0, critical path capture point type register, ANT nets after route 0, final setup violation count 0, initial antenna violation count 0, Comb pwr share under 10%, area grow syn2layout 22.70%, instance count on the critical path 6, diode count 0, Gate Count Post-Synth 370, Total Power 2.408 mW, Synth Warn # 1, Hold Buf Count CTS 0, biggest area cells dfrtp_1, edfxtp_1, ha_1, TritonCTS Sinks between 90 and 100, Fin. Hold Viols 0, Top logic family simple AND/OR/NAND/NOR gates, Clock Power Share approximately 48%, chip area 0.01519 mm2, fraction of registers with async set/reset around 75%, vias in the first global route 2,896, Switching Power 519.1 uW, Site Rows 43, R2R Setup Slk approximately 820 ps, Final Skew 7.364 ps, R2R depth 6, Top Ports 48, Initial DRC Count 109, Core Area roughly 0.014 mm2, Yosys Instances around 370, P_int between 1.5 and 2 mW, RSZ-0062 raised after global routing no, simple share 17.37%, Longest Clk Path Bufs 2, Yosys top cell by area dfrtp_1, TNS Setup 0 ps, global-route usage over all layers between 10% and 20%, Max Freq 0.4380 GHz, Slew Limit Fails 0, measured slew at the worst slew-check pin a little under 700 ps, Crit-path slowest cell ha_1, Final Critical Period about 2300 ps, global-route wire length before repair 13,710 um, sequential share of the synthesized area a little over half, Wirelength per Cell 12.72 um, worst hold-check path type input port to asynchronous set/reset pin, I/O Buffers approximately 47, switch share 21.56%, max_slew headroom 53.88%
## final timing paths
path | end | startpoint
min | oParallel[7] | reset
max reg2reg | cntCcl[1] | cntDiv[0]
min reg2reg | oLCB_num[4] | oLCB_num[4]
max in group asynchronous | cntMem[0] | reset
min in group clk0 | oLCB_num[4] | oLCB_num[4]
max | cntCcl[1] | cntDiv[0]
## layer usage
metal / vias to the layer above / track usage, % / routed length (um) / share of wire (%)
li1: 1397 / - / - / -
met1: 1343 / 17.06 / 3681 / 48
met2: 74 / 18.47 / 3457 / 45
met3: 14 / 3.249 / 465 / 6.0
met4: 0 / 1.958 / 144 / 1.9
met5: - / 0 / 0 / 0
## cell families after synthesis
group	count (synthesis)
compound gates	27
xor+xnor	37
fa+ha+maj	25
buf+inv	38
flops	91
mux	23
simple gates	129
## placed cells by master (no fill, tap or decap), types with 11 or more instances in the layout
master / n
dfrtp_1: 66
nand3_1: 16
mux2_2: 15
nor2_1: 20
and2_1: 11
xor2_1: 14
clkdlybuf4s50_1: 46
xnor2_1: 23
ha_1: 25
nand2_1: 27
inv_1: 29
edfxtp_1: 23
## power groups by stage
| stage | combinational [mW] | sequential [mW] | clock (mW) |
|---|---|---|---|
| final | 0.0356 | 1.22 | 1.15 |
| after global routing | 0.0414 | 1.22 | 1.22 |
| after CTS | 0.0381 | 1.22 | 1.19 |
## synth_stat cells (all sizes together) (10+ instances only)
master / count
dfrtp: 66
inv: 29
nand2: 28
ha: 25
edfxtp: 23
xnor2: 23
nor2: 20
mux2: 18
nand3: 17
xor2: 14
and2: 11
nor3: 10
## through the flow
step | area (um2) | util, % | instances | hold WS, ps | setup WS [ps]
2_1_floorplan | 4409 | - | 370 | 324.4 | 967.5
3_3_place_gp | 5095 | 36.14 | 593 | 461.0 | 867.8
3_5_place_dp | 5095 | 36.14 | 593 | 466.1 | 811.1
4_1_cts | 5410 | 38.38 | 609 | 365.8 | 798.2
5_1_grt | 5410 | 38.38 | 609 | 393.6 | 576.3
6_report | 5410 | 38.38 | 609 | 353.9 | 816.7
## state kept, by name, indices dropped and copies added (netlist names), 7 cells and up
signal,cells
oAddr,9
cntMem,9
cntLCBrq,12
cntPhr,7
outWrd,13
oParallel,12
## cell type report
cell class | instances | area (um2)
Clock inverter | 7 | 90.09
Timing Repair Buffer | 52 | 503.0
Tap cell | 180 | 225.2
Sequential cell | 91 | 2395
Clock buffer | 9 | 225.2
Inverter | 29 | 108.9
Fill cell | 1316 | 8686
Multi-Input combinational cell | 241 | 1863
No activity file was given, so power comes from the tool's default toggle rates.
