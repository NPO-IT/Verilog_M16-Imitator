`design/flow/design.v`:
```
module M2(
	input reset,
	input clk,										 
	input [11:0]iData,
	output reg oSwitch,
	output reg oRdEn,
	output reg [7:0]oAddr,
	output grpOddity,
	output reg oSerial,
	output reg [11:0]oParallel,
	output reg oValid
);
reg [23:0]outWrd;
reg [1:0]cntDiv;
reg [4:0]cntBit;
reg cntWrd;
reg [6:0]cntPhr;
reg [4:0]cntGrp;
reg [7:0]cntMem;
reg [1:0]cntCcl;
wire [23:0]iDoubled;
reg [3:0]cnt1Sec;
reg [3:0]cnt10Sec;
reg [3:0]cnt100Sec;
reg [3:0]cnt1000Sec;
reg [11:0]cntLCBrq;
wire [11:0]oSingled;
assign iDoubled = {iData[11],iData[11],iData[10],iData[10],iData[9],iData[9],iData[8],iData[8],iData[7],iData[7],iData[6],iData[6],iData[5],iData[5],iData[4],iData[4],iData[3],iData[3],iData[2],iData[2],iData[1],iData[1],iData[0],iData[0]};
assign oSingled = {outWrd[22], outWrd[20], outWrd[18], outWrd[16], outWrd[14], outWrd[12], outWrd[10], outWrd[8], outWrd[6], outWrd[4], outWrd[2], outWrd[0]};
assign grpOddity = cntGrp[0];
always@(posedge clk or negedge reset) begin
if (~reset) begin  
	cntDiv <= 1;
	cntBit <= 0;
	cntWrd <= 0;
	cntPhr <= 0;
	cntGrp <= 0;
	cntMem <= 1;
	cntCcl <= 0;
	cnt1Sec <= 0;
	cnt10Sec <= 0;
	cnt100Sec <= 0;
	cnt1000Sec <= 0;
	oSwitch <= 0;
	oParallel <= 0;
	oSerial <= 0;
	oValid <= 0;
end else begin	 
	cntDiv <= cntDiv + 1'b1;
	case (cntDiv)									 
		0: 	begin
			oSerial <= outWrd[(23-cntBit)];			 
			if (cntBit == 0) begin
				oParallel <= oSingled;
				oValid <= 1;
			end else oValid <= 0;
		end
		1:	begin
			if (cntBit == 23) begin					 
				oAddr <= cntMem;
				oRdEn <= 1;							 
				outWrd <= 24'd0;					 
			end
			cntBit <= cntBit + 1'b1;				 
		end
		2:	if (cntBit == 24) begin					 
				cntBit <= 0;						 
				outWrd <= iDoubled;					 
				if (cntMem == 0) begin oSwitch <= ~oSwitch; end 
				cntMem <= cntMem + 1'b1;			 
				cntWrd <= cntWrd + 1'b1;
				if (cntWrd == 1) begin		 
					cntPhr <= cntPhr + 1'b1;
					if (cntPhr == 127) begin		 
						cntGrp <= cntGrp + 1'b1;
						if (cntGrp == 31) begin		 
							cntCcl <= cntCcl + 1'b1;
							if (cntCcl == 3) begin		 
								cnt1Sec <= cnt1Sec + 1'b1;
								if (cnt1Sec == 9) begin		 
									cnt1Sec <= 0;
									if (cnt10Sec == 9) begin	 
										cnt10Sec <= 0;
										if (cnt100Sec == 9) begin		 
											cnt100Sec <= 0;
											if (cnt1000Sec == 9) begin
												cnt1000Sec <= 0; 
											end else begin cnt1000Sec <= cnt1000Sec + 1'b1; end
										end else begin cnt100Sec <= cnt100Sec + 1'b1; end
									end else begin cnt10Sec <= cnt10Sec + 1'b1; end
								end 
							end 
						end 
					end 
				end 
			end
		3: begin
			oRdEn <= 0;
			if (cntBit == 0) begin					
				case (cntPhr)							 
					0,2,4,6,8,10,12,14,16,18,20,22,24,26,28,30,32,34,36,38,40,42,44,46,48,50,52,54,56,58,60,62,64,66,68,70,72,74,76,78,80,82,84,86,88,90,92,94,96,98,100,102,104,106,108,110,112,114,116,118,120,122,124,126:
					if (cntWrd == 0) begin outWrd <= (outWrd | 24'b100000000000000000000000); end
				endcase
				case (cntGrp)
					31:	begin							 
						case (cntPhr)
							113,121,123,127: if (cntWrd == 0) begin outWrd <= (outWrd | 24'b110000000000000000000000); 	end
						endcase
					end
					default: begin						 
						case (cntPhr)
							115,117,119,125: if (cntWrd == 0) begin outWrd <= (outWrd | 24'b110000000000000000000000); end
						endcase
					end
				endcase
				case (cntCcl)							 
					0:	if (cntGrp == 0)
							if (cntPhr == 15)
								if (cntWrd == 0) begin outWrd <= (outWrd | 24'b110000000000000000000000); end
				endcase
			end
			cntDiv <= 0;
		end
	endcase
end
end
endmodule
```
`design/flow/run.sh`:
```
#!/bin/bash
# OpenROAD 26Q1-2900-gdf79404cd8, Yosys 0.63+post, stock flow scripts
make -C /OpenROAD-flow-scripts/flow DESIGN_CONFIG=/design/flow/config.mk WORK_HOME=/design/flow/orfs finish
```
`design/flow/config.mk`:
```
export PLATFORM = sky130hd
export DESIGN_NAME = M2
export DESIGN_NICKNAME = M2
export VERILOG_FILES = /design/flow/design.v
export SDC_FILE = /design/flow/constraint.sdc
export NUM_CORES = 4
export LEC_CHECK = 1
export CORE_UTILIZATION = 50
```
`design/flow/constraint.sdc`:
```
current_design M2

set clk_period 2.7
set clk_io_pct 0.2

create_clock -name clk0 -period $clk_period [get_ports {clk}]

set non_clock_inputs [all_inputs -no_clocks]
set_input_delay [expr $clk_period * $clk_io_pct] -clock clk0 $non_clock_inputs
set_output_delay [expr $clk_period * $clk_io_pct] -clock clk0 [all_outputs]
```
==> Changelog: implementation <==
## Flow update

* Pint at 0.00177 W
* Maximum vdd ir drop at ~0.55 mV
* Netlist Area Pre-Place at ~0.0032 sq mm
* Reg-to-reg setup timing slack at ~0.53 ns
* Fraction of power consumed by combinational cells at 1.6%
* Worst Hold Margin at around 0.32 ns
* Time the worst path needs with I/O delays and setup at 2.17 ns
* Number of flip-flops and latches in the synthesized netlist at 67
* Yosys top cell area share at 33.6%
* Top cells by instance count after synthesis: dfrtp_1, edfxtp_1, ha_1
* Sequential cell fraction of total power at 48.0%
* Power Total at 0.00217 W
* Count of final max-slew check failures at 0
* Sort of element at the end of the critical path: register
* Count of antenna-violating nets left after detailed routing at 0
* Synth unique cells at 50
* Final standard cell utilization of the core at 65.0%
* Total Die Area at 0.00674 sq mm
* Skew final at 0.00965 ns
* Data arrival time of the worst path at ~2.2 ns
* Hold/Removal Path Class: in -> async
* Reg clk slew, reported paths at around 0.080 ns
* Root Buffer: clkbuf_8
* Number of instances resized during post-cts repair at 0
* Portion of the post-synthesis area used by sequential elements at 55.8%
* Die X at ~82 um
* Core utilization before placement at between 50% and 60%
* Kind of critical path: reg -> reg
* Largest fanout on the critical path at 11
* Post-synthesis cell count at approximately 250
* Hold buffer count at CTS at 0
* Drc violations at 0
* Maximum number of pins on one net before global-route repair at between 40 and 50
* P&R area growth vs syn at 22.8%
* Final hold violation count at 0
* Worst-skew pair later-pin latency at 0.34 ns
* Max-slew headroom at 61.1%
* Standard-cell rows at 28
* Adder-cell share of the synthesized area at 7.41%
* Power spent charging and discharging nets at 0.000406 W
* Synthesized-area fraction occupied by ao, oa, aoi and oai cells at 3.51%
* Number of enable flip-flop cells at 22
* Mux frac, synth at 7.76%
* Total detailed-routing wirelength at approximately 5.5 mm
* Post-detail-place hpwl at 3.86 mm
* Initial antenna violation count at 0
* Via count of the first global-routing pass at 1931
* Maximum root-to-sink buffer count at 2
* Static power due to leakage at 1.62 nW
* CTS tree: yes
* Ports placed on the boundary at 39
* Switching portion of total power at 18.7%
* Cell type with the largest total area: dfrtp_1
* H-Tree Depth at 3
* Synthesis Warnings at 1
* Number of input and output port buffers inserted at 38
* Diode insertion count for antenna repair at 0
* Final setup violation count at 0
* First-iteration detailed-routing DRC count at 77
* # Max-Cap Violations at 0
* Library cell with the highest instance count after synthesis: dfrtp_1
* Post-route clock period utilization at 80.4%
* Fmax at between 0.4 and 0.5 GHz
* Filler cells at 457
* XOR Share, Synth at 6.01%
* Yosys stat area at 0.00321 sq mm
* TritonCTS Buffers at 9
* Depth of the worst register-to-register path at 7
* Count of instantiated cells in the yosys netlist at 250
* GRT Resource Usage Total at 19.9%
* Std-Cell Core Area at approximately 0.0061 sq mm
* Number of sinks on the clock net at 67
* Cells taking the most area after synthesis: dfrtp_1, edfxtp_1, ha_1
* Clk pwr share at 50.4%
* Dominant combinational cell family by area after synthesis: simple AND/OR/NAND/NOR gates
* Crit Reg-Reg Endpoint: outWrd[17]$_DFFE_PP_
* DR pass1 iterations at 4
* Outcome: finished, final reports clean
* Summed negative setup slack over all endpoints at 0 ns
* Pwr dens at 552 mW/mm^2
* Startpoint types: register
* Overflow left after global routing at 0
* Fraction of synthesis flops using an asynchronous set or reset pin at between 60% and 70%
* Vertical die size at 82.1 um
* Measured slew at the worst slew-check pin at 0.583 ns
* Dominant Register Cell: dfrtp_1
* Share of final-layout standard cells stronger than drive strength 1 at 16.5%
* OpenROAD warning count at 37
* Total via count in the routed design at 1928
* Wire length of the first global-routing pass at 9.45 mm
* Unrepaired setup endpoints after global routing: no
* Routability congestion estimate from global placement at approximately 0.82
* Simple logic cell fraction of the synthesized area at 16.2%
* Post-CTS setup buffer count at 0
* WP data required at between 2 and 3 ns
* Reg-to-reg startpoint: cntBit[3]$_DFFE_PN0P_
* Via-per-instance ratio at 5.10
* Routed wire length per instance at 14.6 um
* Syn_area_per_cell at 12.8 sq um
## cell families (layout without fill, tap and decap cells)
logic type	Yosys count	count (layout)
adders and majority gates	19	19
xor gates and xnor gates	22	22
muxes	20	20
DFF	67	67
and+or+nand+nor	81	81
AOI/OAI and AO/OA	16	16
buffers and inverters	25	78
## flip-flops by register name, summed over array words and instances (netlist names)
signal / cells
oValid: 1
oSerial: 1
cntCcl: 2
oRdEn: 1
cntBit: 5
cntDiv: 2
oSwitch: 1
oParallel: 12
cntPhr: 7
outWrd: 13
cntGrp: 5
cntWrd: 1
cntMem: 8
oAddr: 8
## stage by stage
stage               instances  area, sq um  setup slack [ns]
floorplan                 250         3210             0.254
global placement          362         3670             0.513
CTS                       378         3940             0.506
detailed placement        362         3670             0.531
finish                    378         3940             0.530
global route              378         3940             0.313
## power by group through the flow
stage | Sequential [W] | Combinational (W) | Clock, W
finish | 0.00104 | 0.0000338 | 0.00109
global route | 0.00104 | 0.0000388 | 0.00116
CTS | 0.00104 | 0.0000354 | 0.00112
## critical path, stage by stage, from the launching register on
cell and delay, ns:
dfrtp_1 0.48, inv_1 0.17, ha_1 0.19, nand4_1 0.11, a21boi_0 0.29, o221ai_1 0.19, nor3_1 0.20, buf_4 0.23
## worst max-delay path by stage
stage / slack, ns / start / cells after the start / end
global route: 0.31 / cntBit[3]$_DFFE_PN0P_ / 7 / outWrd[17]$_DFFE_PP_
CTS: 0.51 / cntBit[3]$_DFFE_PN0P_ / 7 / outWrd[17]$_DFFE_PP_
finish: 0.53 / cntBit[3]$_DFFE_PN0P_ / 7 / outWrd[17]$_DFFE_PP_
## area by class of cell
cell class	count	area [sq um]	share of cell area (%)
Tap cell	75	93.8	2.38
Timing Repair Buffer	42	405	10.3
Clock buffer	9	124	3.14
Inverter	20	75.1	1.91
Clock inverter	7	140	3.56
Sequential cell	67	1790	45.4
Multi-Input combinational cell	158	1310	33.3
## cells in the final DEF (no fill, tap or decap), drive strengths merged, types with 7 or more instances in the layout
| cell type | netlist | routed |
|---|---|---|
| nand3 | 17 | 17 |
| xor2 | 7 | 7 |
| nor3 | 7 | 7 |
| ha | 19 | 19 |
| clkbuf | 2 | 9 |
| xnor2 | 15 | 15 |
| and2 | 11 | 11 |
| nor2 | 10 | 10 |
| dfrtp | 43 | 43 |
| nand2 | 13 | 13 |
| inv | 20 | 20 |
| mux2 | 16 | 16 |
| edfxtp | 22 | 22 |
| clkdlybuf4s50 | 0 | 37 |
## per-layer routing
metal | track usage (%) | share of wire [%] | up-vias
li1 | - | - | 979
met1 | 31.3 | 48 | 893
met2 | 29.8 | 45 | 47
met5 | 0 | 0 | -
met4 | 4.04 | 1.7 | 0
met3 | 5.30 | 5.2 | 9
Power figures rest on the tool's default switching activity, not on a simulated workload.
